==> run.sh <==
#!/bin/bash
# OpenROAD 26Q1-2900-gdf79404cd8, Yosys 0.63+post, stock flow scripts
make -C /OpenROAD-flow-scripts/flow DESIGN_CONFIG=/design/flow/config.mk WORK_HOME=/design/flow/orfs finish
==> config.mk <==
export PLATFORM = sky130hd
export DESIGN_NAME = fifo
export DESIGN_NICKNAME = fifo
export VERILOG_FILES = /design/flow/design.v
export SDC_FILE = /design/flow/constraint.sdc
export NUM_CORES = 4
export LEC_CHECK = 1
export CORE_UTILIZATION = 30
==> constraint.sdc <==
current_design fifo

set clk_period 4.0
set clk_io_pct 0.2

create_clock -name clk0 -period $clk_period [get_ports {clk}]

set non_clock_inputs [all_inputs -no_clocks]
set_input_delay [expr $clk_period * $clk_io_pct] -clock clk0 $non_clock_inputs
set_output_delay [expr $clk_period * $clk_io_pct] -clock clk0 [all_outputs]
==> design.v <==
module fifo #(
    parameter DEPTH = 16,
    parameter DATA_WIDTH = 8
) (
    input logic clk,
    input logic rst_n,
    input logic [DATA_WIDTH-1:0] data_in,
    input logic wr_en,
    input logic rd_en,
    output logic [DATA_WIDTH-1:0] data_out,
    output logic empty,
    output logic full
);
    localparam ADDR_WIDTH = $clog2(DEPTH);  
    logic [DATA_WIDTH-1:0] mem [0:DEPTH-1];  
    logic [ADDR_WIDTH:0] wr_ptr;  
    logic [ADDR_WIDTH:0] rd_ptr;  
    always_ff @( posedge clk or negedge rst_n ) begin : fifo_write
        if (!rst_n)
        begin
            wr_ptr <= '0;
        end
        else if (wr_en && !full)
        begin
            mem[wr_ptr[ADDR_WIDTH-1:0]] <= data_in;
            wr_ptr <= wr_ptr + 1;
        end
    end
    always_ff @( posedge clk or negedge rst_n ) begin : fifo_read
        if (!rst_n)
        begin
            rd_ptr <= '0;
            data_out <= '0;
        end
        else if (rd_en && !empty)
        begin
            data_out <= mem[rd_ptr[ADDR_WIDTH-1:0]];
            rd_ptr <= rd_ptr + 1;
        end
    end
    assign empty = (wr_ptr == rd_ptr);
    assign full = (wr_ptr[ADDR_WIDTH] != rd_ptr[ADDR_WIDTH]) &&
                  (wr_ptr[ADDR_WIDTH-1:0] == rd_ptr[ADDR_WIDTH-1:0]);
endmodule
==> flow_metrics.py <==
# Physical implementation metrics
metrics = {
    "synth": {
        "synth_top_cell_by_count": "edfxtp_1",
        "synthAoiAreaFrac": 0.104,
        "yosys-stat-area_mm2": 0.00588,
        "synthFlopType": "edfxtp_1",
        "ys.flops": 146,
        "async_flop_share": 0.123,
        "topCombFamilyByArea": "AND-OR/OR-AND gates",
        "synthAdderAreaFrac": 0.0170,
        "ys_sh_xor": 0.0208,
        "ys_types": 39,
        "syn_inst": 390,
        "ys_warn_count": 2,
        "area_leaders": "edfxtp_1, dfrtp_1, mux2i_1, a22oi_1, nand2_1",
        "largest_area_cell": "edfxtp_1",
        "yosysCellCount": 390,
        "mux_share": 0.0298,
        "syn_area_per_cell_um2": 15.1,
        "synth_area_mm2": 0.00588,
        "yosys-top-cells-count": "edfxtp_1, nand2_1, nor2_1",
        "ys_seq_share": 0.730,
        "synth-edff-count": 128,
        "top_area_frac": 0.653,
        "ys_sh_simple": 0.0731,
    },
    "sta": {
        "layout_worst_path_cycle_share": 0.723,
        "worst_pin_slew_ns": 0.893,
        "slew_headroom": 0.405,
        "rsz0062_at_grt": "no",
        "setup-tns-final_ns": 0,
        "report.final.slew_viol_count": 0,
        "clock.fmax_mhz": 346,
        "period_needed_ns": 2.89,
        "setup_ws_ns": 1.11,
        "hold_viol": 0,
        "fin_skew_ns": 0.00747,
        "setup_viol": 0,
    },
    "floorplan": {
        "num_rows": 50,
        "die_width_um": 142,
        "die_h_um": 142,
        "fp_util": 0.310,
        "coreArea_mm2": 0.0190,
        "die-area_mm2": 0.0202,
        "num_io_pins": 22,
    },
    "layout": {
        "fill_cells": 1727,
        "design_area_mm2": 0.00702,
        "final_util": 0.370,
        "seq_area_mm2": 0.00429,
        "comb_area_mm2": 0.00145,
        "area.growth.synth_to_final_pct": 19.2,
        "drive_above_1_share": 0.141,
    },
    "routing": {
        "detail_route.wirelength_um": 13500,
        "wire_per_inst_um": 19.3,
        "drc_errors": 0,
        "drt-initial-drc-count": 259,
        "via_per_inst": 5.01,
        "diodes": 0,
        "vias": 3508,
        "drt-pass1-iter-count": 5,
        "ant_nets": 0,
    },
    "power_and_ir_drop": {
        "p_per_area_mw_per_mm2": 714,
        "leakage_nw": 2.36,
        "report.power.total_mw": 5.01,
        "peakVddDrop_mv": 0.380,
    },
    "cts": {
        "clk_latency_ns": 0.42,
        "cts_buffer_depth": 2,
        "clk_pin_slew_ns": 0.06,
        "root_buffer": "clkbuf_16",
        "post_cts.repair.setup_buffers": 0,
        "cts_max_level": 4,
        "cts.sinks": 146,
        "ctsResizeCount": 0,
        "cts_inserted_buffers": 17,
        "tritoncts": "yes",
        "cts_hold_buf": 0,
    },
    "hold_path": {
        "min_path_type": "register to register",
        "whs_path_depth": 2,
        "worstHoldStart": "data_out[4]",
        "hold_end": "data_out[4]",
    },
    "global_routing": {
        "groute.usage.overall": 0.147,
        "grt_use_met1": 0.193,
        "grt_pass1_vias": 3523,
        "busiest_layer": "met2",
        "antenna_found_initial": 0,
        "use_met3": 0.0846,
        "grt_pass1_wl_um": 20600,
        "grt_max_degree": 41,
        "grt_overflow": 0,
        "use_met2": 0.217,
    },
    "worst_setup_path": {
        "crit_family": "buffers and inverters",
        "path_class": "register to primary output",
        "r2r_end": "data_out[6]",
        "crit_path_start_kind": "register",
        "max_stage_delay_ns": 0.47,
        "arrival_ns": 2.09,
        "critPathMaxFanout": 40,
        "crit_path_end_kind": "primary output",
        "rr_worst_depth": 6,
        "critPathRequiredTime_ns": 3.20,
        "slowest_stage": "clkdlybuf4s50_1",
        "timing.rr.start": "rd_ptr[0]",
        "worst-path-buf-inv": 2,
        "cp_cell_sequence": "buf_4, xnor2_1, nand4_1, nor2_1, clkdlybuf4s50_1",
        "regToRegSetupSlack_ns": 1.19,
    },
    "flow_run": {
        "log.warning_count": 31,
        "maxCapViolations": 0,
    },
    "placement": {
        "gp_congestion": 0.907,
        "pre_cts_slack_ns": 1.23,
        "place_area_mm2": 0.00647,
        "place_hpwl_um": 8610,
        "io_buffers": 21,
    },
    "status": {
        "outcome": "finished, final reports clean",
    },
}
cell usage in the layout (no fill, tap or decap), drive strengths merged, types with 7 or more instances in the layout:
master           n
nor2            19
o31ai            7
buf             23
mux2i           13
nand2           29
a21oi            9
ha               8
nor3            14
o21ai           13
inv              8
dfrtp           18
edfxtp         128
a22oi           16
a22o             8
a221oi           9
clkinv           7
nor4             9
clkdlybuf4s50   21
xnor2            7
xor2             7
clkbuf          18
how the worst max path moves through the flow:
stage / slack, ns / end / depth (start not counted) / startpoint
final: 1.11 / full / 5 / rd_ptr[2]
after global routing: 0.90 / full / 5 / rd_ptr[2]
after CTS: 1.05 / full / 4 / rd_ptr[3]
area by class of cell:
type | instances | share of cell area
Sequential cell | 146 | 0.612
Multi-Input combinational cell | 212 | 0.206
Clock buffer | 18 | 0.0612
Timing Repair Buffer | 44 | 0.0546
Tap cell | 260 | 0.0464
Clock inverter | 14 | 0.0164
Inverter | 6 | 0.00321
per-layer routing:
| metal | routed length [um] | share of wire |
|---|---|---|
| met5 | 0 | 0 |
| met2 | 6040 | 0.45 |
| met3 | 1580 | 0.12 |
| met4 | 431 | 0.032 |
| met1 | 5430 | 0.40 |
worst register-to-register path: stages, from the launching register on:
cell and delay [ns]:
dfrtp_1 0.45, inv_1 0.11, ha_1 0.75, a2111o_1 0.63, o21ai_0 0.20, nor4_1 0.43, o31ai_1 0.12
registers in the layout, indices dropped and copies added, names as in the netlist:
name,count
rd_ptr,5
wr_ptr,5
data_out,8
mem,128
cell families after synthesis:
family | count (synthesis)
DFF | 146
and+or+nand+nor | 91
AOI/OAI and AO/OA | 82
buffers and inverters | 32
muxes | 17
xor gates and xnor gates | 14
adders and majority gates | 8
report_power, final:
group	leakage, nW	total, mW	switching (mW)	internal [mW]
sequential	1.37	1.97	0.149	1.83
clock	0.260	1.44	0.595	0.849
combinational	0.733	1.59	0.969	0.620
stage by stage:
step	instances	hold slack, ns
finish	700	0.482
global route	700	0.521
CTS	700	0.490
detailed placement	668	0.471
global placement	668	0.463
floorplan	390	0.424
Power figures rest on the tool's default switching activity, not on a simulated workload.
